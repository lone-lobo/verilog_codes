--- ./run.sh ---
#!/bin/bash
# OpenROAD 26Q1-2900-gdf79404cd8, Yosys 0.63+post, stock flow scripts
make -C /OpenROAD-flow-scripts/flow DESIGN_CONFIG=/design/flow/config.mk WORK_HOME=/design/flow/orfs finish
--- ./config.mk ---
export PLATFORM = sky130hd
export DESIGN_NAME = N_bit_adder
export DESIGN_NICKNAME = N_bit_adder
export VERILOG_FILES = /design/flow/design.v
export SDC_FILE = /design/flow/constraint.sdc
export NUM_CORES = 4
export LEC_CHECK = 1
export CORE_AREA = 10 10 70 70
export DIE_AREA = 0 0 80 80
--- ./constraint.sdc ---
current_design N_bit_adder

set clk_period 3.8
set clk_io_pct 0.2

create_clock -name clk0 -period $clk_period

set non_clock_inputs [all_inputs -no_clocks]
set_input_delay [expr $clk_period * $clk_io_pct] -clock clk0 $non_clock_inputs
set_output_delay [expr $clk_period * $clk_io_pct] -clock clk0 [all_outputs]
--- ./design.v ---
module N2_bit_adder(input1,input2,c_in,answer,c_out);
  parameter N=2;                                                                     
  input [N-1:0] input1,input2;                                                       
  input c_in;
  output [N-1:0] answer;
  output c_out;
  wire [N-1:0] carry;
  genvar i;
  generate 
  for(i=0;i<N;i=i+1)
     begin: generate_2_bit_Adder
   if(i==0) 
     full_adder fa(input1[0],input2[0],c_in,answer[0],carry[0]);                            
       else
      full_adder fa(input1[i],input2[i],carry[i-1],answer[i],carry[i]);
     end
  assign c_out = carry[N-1];
   endgenerate
endmodule 
module N_bit_adder(input1,input2,carry_in,answer,carry_out);
  parameter N=4;                                                         
  input [N-1:0] input1,input2;
  input carry_in;
  output [N-1:0] answer;
  output wire  carry_out;
  N2_bit_adder b1(input1[1:0],input2[1:0],carry_in,answer[1:0],c_out1);                     
  N2_bit_adder b2(input1[3:2],input2[3:2],c_out1,answer[3:2],carry_out);                   
endmodule
module half_adder(input x1, input x2, output y1, output y2);
assign y1 = x1^x2;
assign y2= x1&x2;
endmodule
module full_adder(input alpha, input beta, input gamma, output full_sum, output full_carry);
assign full_sum = (alpha^beta)^gamma;
assign full_carry = (alpha&beta) | (gamma&(alpha^beta)); 
endmodule
module wallace_tree(
input [3:0] a,
input [3:0] b,
output [7:0] prod
);
wire s11,s12,s13,s14,s15,s22,s23,s24,s25,s26,s32,s34,s35,s36,s37;
wire c11,c12,c13,c14,c15,c22,c23,c24,c25,c26,c32,c34,c35,c36,c37;
wire [3:0] p0;
wire [3:0] p1;
wire [3:0] p2;
wire [3:0] p3;
assign p0[0] = a[0]&b[0];
assign p0[1] = a[1]&b[0];
assign p0[2] = a[2]&b[0];
assign p0[3] = a[3]&b[0];
assign p1[0] = a[0]&b[1];
assign p1[1] = a[1]&b[1];
assign p1[2] = a[2]&b[1];
assign p1[3] = a[3]&b[1];
assign p2[0] = a[0]&b[2];
assign p2[1] = a[1]&b[2];
assign p2[2] = a[2]&b[2];
assign p2[3] = a[3]&b[2];
assign p3[0] = a[0]&b[3];
assign p3[1] = a[1]&b[3];
assign p3[2] = a[2]&b[3];
assign p3[3] = a[3]&b[3];
assign prod[0] = p0[0];
assign prod[1] = s11;
assign prod[2] = s22;
assign prod[3] = s32;
assign prod[4] = s34;
assign prod[5] = s35;
assign prod[6] = s36;
assign prod[7] = s37;
half_adder ha11(p0[1],p1[0],s11,c11);
full_adder fa12(p0[2],p1[1],p2[0],s12,c12);
full_adder fa13(p0[3],p1[2],p2[1],s13,c13);
full_adder fa14(p1[3],p2[2],p3[1],s14,c14);
half_adder ha15(p2[3],p3[2],s15,c15);
half_adder ha22(c11,s12,s22,c22);
full_adder fa23(p3[0],c12,s13,s23,c23);
full_adder fa24(c13,c32,s14,s24,c24);
full_adder fa25(c14,c24,s15,s25,c25);
full_adder fa26(c15,c25,p3[3],s26,c26);
half_adder ha32(c22,s23,s32,c32);
half_adder ha34(c23,s24,s34,c34);
half_adder ha35(c34,s25,s35,c35);
half_adder ha36(c35,s26,s36,c36);
half_adder ha37(c36,c26,s37,c37); 
endmodule
==> qor.csv <==
stage;metric;value;unit
final_timing;RSZ-0062 raised after global routing;no;
final_timing;total negative slack for setup checks;0;ns
power_and_ir_drop;net switching share of the total power;0.3016;
placed_design;setup slack after placement;-0.2060;ns
detailed_routing;routed wire length per instance;5.946;um
power_and_ir_drop;total internal power;0.02579;mW
final_layout;area grow syn2layout;120.3;%
final_timing;normalized max-slew margin;0.9285;
placed_design;DP Wirelength;427.7;um
hold_path;worst hold path class;input port to primary output;
final_timing;final tally of hold violations;0;
final_layout;most common library cell in the layout ignoring fill and taps;sky130_fd_sc_hd__clkdlybuf4s50_1;
power_and_ir_drop;Gate power share;1.000;
power_and_ir_drop;part of the power in the clock network;0;
cts;number of buffers inserted to repair setup after CTS;0;
grt;initial antenna violation count;0;
logic_synthesis;Yosys warning total;1;
grt;maximum number of pins on one net before global-route repair;2;
final_timing;endpoints failing setup;0;
detailed_routing;First DRT Iteration DRCs;0;
power_and_ir_drop;Peak VDD IR;0.03144;mV
critical_path;highest fanout seen on the critical path;1;
final_layout;most numerous logic cells after layout;10 x sky130_fd_sc_hd__clkdlybuf4s50_1, 5 x sky130_fd_sc_hd__inv_1, 5 x sky130_fd_sc_hd__inv_2, 3 x sky130_fd_sc_hd__fa_2;
floorplanning;Die Width;80;um
grt;via count of the first global-routing pass;157;
power_and_ir_drop;overall power;0.03694;mW
logic_synthesis;post-synth top area share;0.5424;
detailed_routing;routed wire length;440;um
critical_path;Critical Path Sink Type;primary output;
logic_synthesis;yosys cell count;18;
logic_synthesis;share of the yosys chip area belonging to registers;0;
detailed_routing;DRC Markers;0;
final_layout;final-layout clock buffer total;0;
floorplanning;Site Rows;21;
final_layout;layout cell share with drive strength beyond 1;0.2857;
grt;global-route wire length before repair;710;um
critical_path;Worst Setup EP;carry_out;
floorplanning;initial cell density of the core;0.04322;
final_layout;number of sequential storage elements;0;
critical_path;required time at the endpoint of the critical path;3.04;ns
detailed_routing;ratio of routed vias to standard cells;1.716;
critical_path;worst-path cell chain;dlygate4sd2_1 -> inv_2 -> fa_2 -> inv_2 -> fa_2 -> fa_2 -> inv_2 -> fa_1 -> inv_1 -> clkdlybuf4s50_1;
final_timing;Max Fclk;285.9;MHz
detailed_routing;antenna diode instance count;0;
critical_path;largest incremental delay on the critical path;0.46;ns
logic_synthesis;Largest cells by area;sky130_fd_sc_hd__fa_1 54%, sky130_fd_sc_hd__inv_1 25%, sky130_fd_sc_hd__buf_4 20%;
power_and_ir_drop;ratio of total power to cell area;113.5;nW/um^2
floorplanning;floorplan core area;3416;um^2
critical_path;Worst path slowest cell;sky130_fd_sc_hd__clkdlybuf4s50_1;
grt;global router's overall resource usage;0.01390;
critical_path;crit path kind;input port to primary output;
critical_path;start point of the critical path;carry_in;
final_timing;final critical-path share of the clock period;0.9205;
detailed_routing;routed via count;127;
logic_synthesis;post-synth area from yosys stat;147.6;um^2
placed_design;Buffers on Ports;14;
final_timing;Final Hold Slack;2.318;ns
floorplanning;Die Outline Area;6400;um^2
final_layout;final core utilization;0.09524;
job;max-capacitance violation count;0;
status;run status;completed;
critical_path;Crit path arrival time;2.74;ns
final_timing;min setup slack post-route;0.3023;ns
critical_path;sort of element at the start of the critical path;input port;
final_layout;register cell area after layout;0;um^2
job;tally of OpenROAD warnings;32;
logic_synthesis;Post-Syn Instances;18;
final_timing;Period minus WS final;3.498;ns
logic_synthesis;area of the mapped netlist;147.6;um^2
power_and_ir_drop;register share of total power;0;
cts;CTS Hold Bufs;0;
final_timing;number of pins exceeding their max-slew limit in the final report;0;
logic_synthesis;post-synthesis cell type with the largest combined area;sky130_fd_sc_hd__fa_1;
power_and_ir_drop;total leakage power;0.1504;nW
logic_synthesis;average cell area after synthesis;8.202;um^2
floorplanning;die boundary height;80;um
detailed_routing;total iterations of the first detailed-routing run;1;
power_and_ir_drop;switching pwr;0.01114;mW
placed_design;Routability Congestion;0.7882;
grt;residual overflow from global routing;0;
detailed_routing;Detail Route Antenna Nets;0;
floorplanning;count of boundary I/O pins;14;
logic_synthesis;number of unique standard cell types used by synthesis;3;
final_timing;transition time of the tightest slew-check pin;0.1069;ns
## what timing repair did
item                                   in CTS  in global routing
resized                                     9                  3
setup endpoints to repair                   2                  2
pin swaps                                   3                  3
endpoints found under the hold margin       0                  0
## power by group through the flow
| stage | sequential [mW] | clock [mW] | combinational [mW] |
|---|---|---|---|
| CTS | 0 | 0 | 0.0389 |
| global route | 0 | 0 | 0.0435 |
| finish | 0 | 0 | 0.0369 |
## synth_stat cells
library cell and instances:
sky130_fd_sc_hd__inv_1 10, sky130_fd_sc_hd__buf_4 4, sky130_fd_sc_hd__fa_1 4
## worst max-delay path: cells and delay by family
kind / cells / cell delay, ns
adder cells (fa/ha/maj): 4 / 1.11
buffers and inverters: 6 / 0.87
## metal layers
metal  GRT usage  vias to the layer above  share of wire
met5           0                        -              0
met1     0.01999                       54           0.52
met4           0                        0              0
li1            -                       60              -
met3    0.004545                        0           0.14
met2     0.02087                       13           0.33
## final cells by class
| class | instances | area [um^2] |
|---|---|---|
| fill | 407 | 3090 |
| timing repair buffer | 14 | 142.6 |
| multi-input combinational | 4 | 87.58 |
| tap | 46 | 57.56 |
| inverter | 10 | 37.54 |
## how the worst min path moves through the flow
| stage | startpoint | slack, ns | endpoint | depth (start not counted) |
|---|---|---|---|---|
| after CTS | input2[3] | 2.42 | answer[3] | 5 |
| after global routing | input2[0] | 2.37 | answer[0] | 5 |
| final | input2[0] | 2.32 | answer[0] | 5 |
## through the flow
step	cells	instance area, um^2
finish	74	325.3
global route	74	325.3
global placement	74	315.3
detailed placement	74	315.3
floorplan	18	147.6
CTS	74	320.3
## cells by family (layout without fill, tap and decap cells)
family,after synthesis,after routing,share of synthesized area
buf+inv,14,24,0.4577
fa+ha+maj,4,4,0.5424
Power figures rest on the tool's default switching activity, not on a simulated workload.
