===== flow/config.mk =====
export PLATFORM = sky130hd
export DESIGN_NAME = wallace_tree
export DESIGN_NICKNAME = wallace_tree
export VERILOG_FILES = /design/flow/design.v
export SDC_FILE = /design/flow/constraint.sdc
export NUM_CORES = 4
export LEC_CHECK = 1
export CORE_AREA = 10 10 70 70
export DIE_AREA = 0 0 80 80

===== flow/run.sh =====
#!/bin/bash
# OpenROAD 26Q1-2900-gdf79404cd8, Yosys 0.63+post, stock flow scripts
make -C /OpenROAD-flow-scripts/flow DESIGN_CONFIG=/design/flow/config.mk WORK_HOME=/design/flow/orfs finish

===== flow/design.v =====
module half_adder(input x1, input x2, output y1, output y2);
assign y1 = x1^x2;
assign y2= x1&x2;
endmodule
module full_adder(input alpha, input beta, input gamma, output full_sum, output full_carry);
assign full_sum = (alpha^beta)^gamma;
assign full_carry = (alpha&beta) | (gamma&(alpha^beta)); 
endmodule
module wallace_tree(
input [3:0] a,
input [3:0] b,
output [7:0] prod
);
wire s11,s12,s13,s14,s15,s22,s23,s24,s25,s26,s32,s34,s35,s36,s37;
wire c11,c12,c13,c14,c15,c22,c23,c24,c25,c26,c32,c34,c35,c36,c37;
wire [3:0] p0;
wire [3:0] p1;
wire [3:0] p2;
wire [3:0] p3;
assign p0[0] = a[0]&b[0];
assign p0[1] = a[1]&b[0];
assign p0[2] = a[2]&b[0];
assign p0[3] = a[3]&b[0];
assign p1[0] = a[0]&b[1];
assign p1[1] = a[1]&b[1];
assign p1[2] = a[2]&b[1];
assign p1[3] = a[3]&b[1];
assign p2[0] = a[0]&b[2];
assign p2[1] = a[1]&b[2];
assign p2[2] = a[2]&b[2];
assign p2[3] = a[3]&b[2];
assign p3[0] = a[0]&b[3];
assign p3[1] = a[1]&b[3];
assign p3[2] = a[2]&b[3];
assign p3[3] = a[3]&b[3];
assign prod[0] = p0[0];
assign prod[1] = s11;
assign prod[2] = s22;
assign prod[3] = s32;
assign prod[4] = s34;
assign prod[5] = s35;
assign prod[6] = s36;
assign prod[7] = s37;
half_adder ha11(p0[1],p1[0],s11,c11);
full_adder fa12(p0[2],p1[1],p2[0],s12,c12);
full_adder fa13(p0[3],p1[2],p2[1],s13,c13);
full_adder fa14(p1[3],p2[2],p3[1],s14,c14);
half_adder ha15(p2[3],p3[2],s15,c15);
half_adder ha22(c11,s12,s22,c22);
full_adder fa23(p3[0],c12,s13,s23,c23);
full_adder fa24(c13,c32,s14,s24,c24);
full_adder fa25(c14,c24,s15,s25,c25);
full_adder fa26(c15,c25,p3[3],s26,c26);
half_adder ha32(c22,s23,s32,c32);
half_adder ha34(c23,s24,s34,c34);
half_adder ha35(c34,s25,s35,c35);
half_adder ha36(c35,s26,s36,c36);
half_adder ha37(c36,c26,s37,c37); 
endmodule

===== flow/constraint.sdc =====
current_design wallace_tree

set clk_period 5.3
set clk_io_pct 0.2

create_clock -name clk0 -period $clk_period

set non_clock_inputs [all_inputs -no_clocks]
set_input_delay [expr $clk_period * $clk_io_pct] -clock clk0 $non_clock_inputs
set_output_delay [expr $clk_period * $clk_io_pct] -clock clk0 [all_outputs]

==> results.cfg <==
; implementation run metrics
[final_timing]
timing.slew.headroom = 0.919
final.setup.tns_ps = 0
setup_viol = 0
period_minus_slack_ps = 5170
rsz0062_at_grt = no
finalCritPeriodShare = 0.976
max_freq_mhz = 193
slew_violations = 0
hold_viol_final = 0
worst_slew_pin_slew_ps = 121

[synth]
yosys_cells = 48
ys_types = 7
ys_chip_area_sq_um = 409
yosysWarnings = 0
yosysSeqAreaShare = 0
syn_area_sq_um = 409
synthCells = 48
avgSynthCellArea_sq_um = 8.52

[global_route]
grt.total_usage = 0.0303
grt_pass1_wl_microns = 1640
gr-total-overflow = 0
grt_pass1_vias = 380
grt_max_degree = 5
antenna_found_initial = 0

[final_layout]
layout_top_cell = and2_1
lay_top_cells = 9 x and2_1, 8 x inv_1, 7 x clkdlybuf4s50_1
nFlopsAndLatches = 0
nClkBuffers = 0
regArea_sq_um = 0
instances_no_fill = 104
drive_above_1_share = 0.328
syn_to_final_growth_pct = 42.5

[status]
status = finished clean

[hold_path]
whs_endpoint = prod[7]
hold_class = in -> out
hold_depth = 5
worstHoldStart = a[3]

[setup_path]
worst_path_most_repeated_cell = fa_1
critical_path_depth = 13
cp_num_buf_inv = 5
cp.arrival_ps = 4110
end_kind = primary output
cp_cell_sequence = buf_6 > nand2_4 > fa_1 > fa_1 > inv_1 > ha_2 > inv_2 > fa_2 > fa_2 > inv_2 > fa_1 > ha_2 > dlygate4sd2_1
critical_path_class = in -> out
required_ps = 4240
critPathLaunchType = input port
cp_top_family = adder cells
crit_start = a[1]
path_max_fanout = 4
slowest_stage = fa_1
critPathMaxStageDelay_ps = 550

[place]
place_hpwl_microns = 821
place_congestion = 0.859
port_buffers = 16
placed_cells = 104

[detailed_routing]
routed_wl_microns = 849
diodes = 0
ant_nets = 0
post_drt_via_cell_ratio = 2.89
dr.pass1.iters = 2
drc = 0
drt_iter0_markers = 4
routedWlPerCell_microns = 8.16
route.vias.total = 301

[clock_network]
postCtsSetupBuffers = 0

[pwr]
power_density_mw_per_mm2 = 92.2
vdd_drop_max_mv = 0.0186
power_leakage_nw = 0.286

[die]
row_count = 21
coreArea_sq_mm = 0.00342
die_x_microns = 80
fp_util = 0.120
die_area_sq_mm = 0.00640
fp.dieH_microns = 80
ios = 16

[flow_run]
max-cap-violations = 0
warnings = 32
## cells by family (layout without fill, tap and decap cells)
family                   Yosys count  count (layout)  share of synthesized area
buffers and inverters             17              27                      0.220
AND/OR/NAND/NOR                   16              16                      0.202
adder cells (fa/ha/maj)           14              14                      0.557
XOR/XNOR                           1               1                     0.0214
## area by class of cell
cell class | instances | area [sq um]
fillers | 392 | 2830
inverters | 10 | 37.5
multi-input cells | 31 | 344
well taps | 46 | 57.6
repair buffers | 17 | 144
## what timing repair did
item                                    in CTS  in global routing
hold buffers                                 0                  0
resized                                     34                 14
pin swaps                                    7                  6
endpoints found under the setup margin       3                  3
endpoints found under the hold margin        0                  0
## stage by stage
step | total power, mW | hold slack [ps] | util | setup WS [ps] | area [sq um]
3_3_place_gp | 0.0568 | 3160 | 0.170 | -768 | 582
3_5_place_dp | 0.0573 | 3160 | 0.170 | -814 | 582
2_1_floorplan | 0.0345 | 2190 | - | 236 | 409
4_1_cts | 0.0557 | 2780 | 0.167 | 3.21 | 572
6_report | 0.0538 | 2690 | 0.171 | 126 | 583
5_1_grt | 0.0656 | 2730 | 0.171 | 6.35 | 583
## synthesized netlist by cell type (all sizes together)
master  count  area share
buf         7        0.13
nand2       7       0.064
inv        10       0.092
ha          7        0.21
and2        9        0.14
fa          7        0.34
xor2        1       0.021
## metal layers
| metal | vias up | routed length (microns) | track usage |
|---|---|---|---|
| met3 | 0 | 37 | 0.00455 |
| met5 | - | 0 | 0 |
| met1 | 140 | 372 | 0.0364 |
| met4 | 0 | 0 | 0 |
| met2 | 7 | 440 | 0.0578 |
| li1 | 154 | - | - |
## worst max path at each step
| stage | slack (ps) | endpoint |
|---|---|---|
| CTS | 3 | prod[7] |
| global route | 6 | prod[6] |
| finish | 130 | prod[6] |
## power by group
part,switching [mW],internal [mW]
logic,0.0198,0.0340
registers,0,0
clock network,0,0
Power figures rest on the tool's default switching activity, not on a simulated workload.
